[flow/design.v]
module coder7 (
	input  logic [7:0] In,
	output logic [3:0] Out,
	output logic [3:0] Out2,
	output logic sig);
	always @(*)	
		case (In)
			8'b00000000 :begin
				Out = ~7'b0111111;
				Out2 = ~7'b0111111;
				sig = 1'b0;
			end
			8'b00000001 :begin
				Out = ~7'b0000110;
				Out2 = ~7'b0111111;
				sig = 1'b0;
			end
			8'b11111111 :begin
				Out = ~7'b0000110;
				Out2 = ~7'b0111111;
				sig = 1'b1;
			end
			8'b00000010 :begin
				Out = ~7'b1011011;
				Out2 = ~7'b0111111;
				sig = 1'b0;
			end
			8'b11111110 :begin
				Out = ~7'b1011011;
				Out2 = ~7'b0111111;
				sig = 1'b1;
			end		
			8'b00000011 :begin
				Out = ~7'b1001111;
				Out2 = ~7'b0111111;
				sig = 1'b0;
			end
			8'b11111101 :begin
				Out = ~7'b1001111;
				Out2 = ~7'b0111111;
				sig = 1'b1;
			end
			8'b00000100 :begin
				Out = ~7'b1100110;
				Out2 = ~7'b0111111;
				sig = 1'b0;
			end 
			8'b11111100:begin
				Out = ~7'b1100110;
				Out2 = ~7'b0111111;
				sig = 1'b1;
			end
			8'b00000101 :begin
				Out = ~7'b1101101;
				Out2 = ~7'b0111111;
				sig = 1'b0;
			end 
			8'b00000110 :begin
				Out = ~7'b1111101;
				Out2 = ~7'b0111111;
				sig = 1'b0;
			end   
			8'b00000111 :begin
				Out = ~7'b0000111; 
				Out2 = ~7'b0111111;
				sig = 1'b0;
			end    
			8'b00001000 :begin
				Out = ~7'b1111111; 
				Out2 = ~7'b0111111;
				sig = 1'b0;
			end  
			8'b00001001 :begin
				Out = ~7'b1101111; 
				Out2 = ~7'b0111111;
				sig = 1'b0;
			end  
			8'b00001010 :begin
				Out = ~7'b0111111; 
				Out2 = ~7'b0111111;
				sig = 1'b0;
			end  
			8'b1011 : Out = ~7'b1111100; 
			8'b1100 : Out = ~7'b0111001; 
			8'b1101 : Out = ~7'b1011110; 
			8'b1110 : Out = ~7'b1111001; 
			8'b1111 : Out = ~7'b1110001; 
			default : Out = ~7'b0000000;
		endcase
endmodule
[flow/run.sh]
#!/bin/bash
# OpenROAD 26Q1-2900-gdf79404cd8, Yosys 0.63+post, stock flow scripts
make -C /OpenROAD-flow-scripts/flow DESIGN_CONFIG=/design/flow/config.mk WORK_HOME=/design/flow/orfs finish
[flow/config.mk]
export PLATFORM = sky130hd
export DESIGN_NAME = coder7
export DESIGN_NICKNAME = coder7
export VERILOG_FILES = /design/flow/design.v
export SDC_FILE = /design/flow/constraint.sdc
export NUM_CORES = 4
export LEC_CHECK = 1
export CORE_AREA = 10 10 70 70
export DIE_AREA = 0 0 80 80
[flow/constraint.sdc]
current_design coder7

set clk_period 4.8
set clk_io_pct 0.2

create_clock -name clk0 -period $clk_period

set non_clock_inputs [all_inputs -no_clocks]
set_input_delay [expr $clk_period * $clk_io_pct] -clock clk0 $non_clock_inputs
set_output_delay [expr $clk_period * $clk_io_pct] -clock clk0 [all_outputs]
==> impl_metrics.ini <==
; physical design summary
[placement]
gp_congestion = 0.716
dpl.hpwl_um = 683
port_buffers = 13
place_inst = 93
placed_area_um2 = 413

[clocking]
postCtsSetupRepairBufs = 0
hold_buffers = 0
post_cts_resize_count = 0

[cells_and_area]
layout-drive-gt1-share_pct = 2.13
n_fill_cell = 398
final_area_um2 = 413
largest_reg_flops = 1
fin_cells = 93
area_delta_synth_final_pct = 54.2
utilization_pct = 12.1

[floorplan]
die-area_um2 = 6400
fp_util_pct = 7.84
core_um2 = 3420
row_count = 21
die_x_um = 80
fp.dieH_um = 80
num_io_pins = 17

[power]
switching_share_pct = 45.8
p_leak_nw = 0.140
vdd_drop_max_v = 0.00000538
clock_power_share_pct = 0
combPwrFrac_pct = 98.7
power_density_nw_per_um2 = 51.7
p_int_uw = 11.6
seq_power_share_pct = 1.3
power.switching_uw = 9.79

[sta]
untimed_endpoints = 2
fmax_ghz = 0.268
min_period_over_period_pct = 77.8
finalSetupViolCount = 0
unclocked_regs = 1
fin_crit_ns = 3.74
tns_ns = 0
maxSlewViolCount = 0
grt_setup_unrepaired = no
finalHoldViolations = 0

[global_routing]
gr-total-overflow = 0
grt_max_degree = 10
grt_pass1_vias = 281
antenna_found_initial = 0
grt_pass1_wl_mm = 1.23
grt_usage_pct = 2.24

[drt]
wire_per_inst_um = 8.56
drt-initial-drc-count = 62
route.detailed.drc = 0
drtPass1Iterations = 4
vias = 303
viasPerCell = 3.26
ant_nets = 0
routed_wirelength_um = 796
antenna_cells = 0

[worst_setup_path]
crit_type = in -> out
worst-endpoint-required_ns = 3.84
crit_path_end_kind = primary output
arrival_ns = 2.78
crit_path_start_kind = input pin
cp_max_fo = 9

[hold_path]
worstHoldStart = In[0]
min_delay_worst_endpoint = Out[2]
hp-class = in -> out
hold-path-cell-count = 3

[synthesis]
ys.flops = 1
synthTopCellsByArea = buf_4 14%, o2111ai_1 9.8%, nor4_4 7.9%
top_area_cell = buf_4
yosys_warnings = 1
syn_area_per_cell_um2 = 7.05
synth_cell_types = 24
edf_count = 0
common_cells = 5 x buf_4, 4 x inv_1, 3 x a21oi_1, 3 x o2111ai_1
yosysTopAreaCellShare_pct = 14.0
syn-cell-area_um2 = 268
async_flop_share_pct = 0
syn_inst = 38
yosys.stat.chipArea_um2 = 268
most_common_cell = buf_4
yosysCellCount = 38
synth-main-ff-cell = dlxtn_1

[outcome]
status = completed

[flow_run]
maxCapViolCount = 0
warning_count = 32
-- worst max path at each step --
stage | depth (start not counted) | start | endpoint
finish | 5 | In[2] | Out[1]
global route | 5 | In[3] | Out[2]
CTS | 5 | In[2] | Out[1]
-- kinds of logic (layout without fill, tap and decap cells) --
family / after synthesis / after routing / synth area share (%)
AND-OR/OR-AND: 15 / 15 / 38.8
buffers and inverters: 11 / 17 / 25.7
AND/OR/NAND/NOR: 10 / 10 / 28.5
other: 1 / 4 / 1.40
latches: 1 / 1 / 5.61
-- metrics by stage --
step	hold WS, ns	setup WS, ns	total power, mW
floorplan	1.98	2.16	0.0122
global placement	3.08	1.07	0.0215
detailed placement	3.07	1.05	0.0216
CTS	3.07	1.05	0.0218
global route	3.12	0.947	0.0238
finish	3.06	1.06	0.0214
-- routing by layer --
| metal | track usage [%] | share of wire, % |
|---|---|---|
| met5 | 0 | 0 |
| met1 | 2.90 | 42 |
| met4 | 0 | 0 |
| met3 | 0.795 | 14 |
| met2 | 3.69 | 44 |
-- cell type report --
class	count	area (um^2)	area share, %
inverters	4	15.0	3.64
repair buffers	13	130	31.5
multi-input cells	29	195	47.3
flip-flops and latches	1	15.0	3.64
well taps	46	57.6	13.9
-- critical path: stages --
cell             delay [ns]
clkdlybuf4s50_1        0.61
or3b_1                 0.38
a21oi_1                0.16
a2bb2oi_1              0.18
clkdlybuf4s50_1        0.49
-- layout by cell type, fill, tap and decap left out --
cell / count
clkdlybuf4s50_1: 13
inv_1: 4
conb_1: 4
a21oi_1: 3
o2111ai_1: 3
o21ai_0: 2
and2_1: 2
o211ai_1: 2
nand2_1: 1
or3b_1: 1
nor4_4: 1
o21ai_1: 1
and4_1: 1
a2bb2oi_1: 1
nor2_1: 1
a21o_1: 1
nand4_1: 1
nor3_1: 1
a22oi_1: 1
o311ai_1: 1
nor2b_1: 1
dlxtn_1: 1
-- power groups by stage --
stage	sequential, mW	combinational [mW]	clock [mW]
finish	0.000285	0.0211	0
global route	0.000285	0.0235	0
CTS	0.000285	0.0215	0
Power figures rest on the tool's default switching activity, not on a simulated workload.
