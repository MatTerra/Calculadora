`/design/flow/run.sh`:
```
#!/bin/bash
# OpenROAD 26Q1-2900-gdf79404cd8, Yosys 0.63+post, stock flow scripts
make -C /OpenROAD-flow-scripts/flow DESIGN_CONFIG=/design/flow/config.mk WORK_HOME=/design/flow/orfs finish
```
`/design/flow/config.mk`:
```
export PLATFORM = sky130hd
export DESIGN_NAME = teclado
export DESIGN_NICKNAME = teclado
export VERILOG_FILES = /design/flow/design.v
export SDC_FILE = /design/flow/constraint.sdc
export NUM_CORES = 4
export LEC_CHECK = 1
export CORE_UTILIZATION = 50
```
`/design/flow/constraint.sdc`:
```
current_design teclado

set clk_period 4.7
set clk_io_pct 0.2

create_clock -name clk0 -period $clk_period [get_ports {CLOCK_50}]

set non_clock_inputs [all_inputs -no_clocks]
set_input_delay [expr $clk_period * $clk_io_pct] -clock clk0 $non_clock_inputs
set_output_delay [expr $clk_period * $clk_io_pct] -clock clk0 [all_outputs]
```
`/design/flow/design.v`:
```
module teclado (
	inout  logic [35:0] 	GPIO_1,
	input  logic 			CLOCK_50,
	output logic [3:0] 	tecla,
	output logic  			ready
	);
	wire [3:0] lin,col;
	assign col={GPIO_1[11],GPIO_1[13],GPIO_1[15],GPIO_1[17]};
	assign {GPIO_1[19],GPIO_1[21],GPIO_1[23],GPIO_1[25]}=lin;
	controlador U0 (.clk(CLOCK_50), .linhaN(lin),.colunaN(col),.tecla(tecla),.ready(ready));
endmodule
module controlador (
	input   		clk,
	output reg [3:0] linhaN,
	input 	  [3:0] colunaN,
	output reg [3:0] tecla,
	output ready
	);
	wire [3:0] linha,coluna;
	assign linhaN=~linha;
	assign coluna=~colunaN;
	wire [7:0] valor;
	integer contador;
	initial
		begin
			linha<=4'b0001;
			tecla<=4'b0000;
			ready<=1'b0;
		end
		assign valor={linha,cold};
	always @(posedge clk)
		if (contador>=1000000 && ~ready)
		begin	
			contador<=0;
			if(linha==4'b1000)
				linha<=4'b0001;
			else
				linha<=linha<<1;
		end
		else
			contador<=contador+1;
	assign ready = (valor[3:0]==4'b0000 ? 1'b0 : 1'b1);
	always @(posedge clk)
			case (valor)
				8'b00010001: tecla<=4'b0001;
				8'b00010010: tecla<=4'b0010;
				8'b00010100: tecla<=4'b0011;		
				8'b00011000: tecla<=4'b1010;
				8'b00100001: tecla<=4'b0100;
				8'b00100010: tecla<=4'b0101;
				8'b00100100: tecla<=4'b0110;		
				8'b00101000: tecla<=4'b1011;
				8'b01000001: tecla<=4'b0111;
				8'b01000010: tecla<=4'b1000;
				8'b01000100: tecla<=4'b1001;		
				8'b01001000: tecla<=4'b1100;
				8'b10000001: tecla<=4'b1111;
				8'b10000010: tecla<=4'b0000;
				8'b10000100: tecla<=4'b1110;		
				8'b10001000: tecla<=4'b1101;
				default: tecla<=tecla;
			endcase
wire [3:0] cold;
Debouncer d0 (.iClock(clk),.iBouncy(coluna[0]), .oPulse(), .oState(cold[0]));
Debouncer d1 (.iClock(clk),.iBouncy(coluna[1]), .oPulse(), .oState(cold[1]));
Debouncer d2 (.iClock(clk),.iBouncy(coluna[2]), .oPulse(), .oState(cold[2]));
Debouncer d3 (.iClock(clk),.iBouncy(coluna[3]), .oPulse(), .oState(cold[3]));
endmodule
module Debouncer
(
	input wire iClock,
	input wire iBouncy,
	output reg oPulse,
	output reg oState
);
reg [1:0] FF = 2'b0;
always @(posedge iClock)
	FF <= { FF[0], iBouncy };
reg [18:0] Counter = 19'b0;
wire [18:0] NextCounter;
wire CarryOut;
assign { CarryOut, NextCounter } = Counter + 1'b1;
always @(posedge iClock)
	if (^FF)
		Counter <= 19'b0;
	else if (!CarryOut)
		Counter <= NextCounter;
reg State = 1'b0;
always @(posedge iClock)
	if (CarryOut)
		State <= FF[1];
assign oState = State;
assign oPulse = State != FF[1] && CarryOut && !State;
endmodule
```
==> qor.yml <==
clock_tree:
  cts_buffers: 17
  cts.root.buffer_cell: "clkbuf_16"
  ctsResizeCount: 0
  cts_sinks: 128
  htree_levels: 4
  ctsHoldBuffers: 0
  post_cts_buffers: 0
  clock_path_buffers: 2
final_timing:
  untimed_endpoints: 32
synthesis:
  synth.distinct_cells: 71
  netlist.area_leader.share_pct: 37.7
  top_area_cell: "dfxtp_1"
  yosys_warnings: 9
  edf_count: 12
  topCellsByArea: "dfxtp_1, xnor2_1, nor2_1"
  netlist_area_um2: 6160
  ys_area_um2: 6160
  ys_cells: 693
  synthCells: 693
  syn_area_per_cell_um2: 8.89
  synth-async-reset-ratio_pct: 0
  ff_type: "dfxtp_1"
  postSynthSeqShare_pct: 43.6
  synthTopCellsByCount: "dfxtp_1, nor2_1, xnor2_1"
  synth_flops: 128
place:
  port_buffers: 4
  place.gp.congestion: 0.883
  dp_hpwl_mm: 7.39
  place_area_um2: 6290
status:
  firstError: "[error] [KeplerFormal.cpp:679] Workflow failed: Iso has multiple drivers: .GPIO_121, _0593_.Y0"
  stop_stage: "clock tree synthesis"
  status: "did not finish"
die:
  fp.dieH_um: 113
  boundaryPins: 42
  fp_util_pct: 51.3
  die_w_um: 113
  rows: 40
==> kinds of logic after synthesis <==
kind of cell	count (synthesis)	synth area share [%]
other	1	0.0609
flip-flops	128	43.6
adder cells (fa/ha/maj)	6	1.22
buffers and inverters	48	3.98
AND/OR/NAND/NOR	325	27.9
AND-OR/OR-AND	102	11.4
multiplexers	5	0.833
XOR/XNOR	78	11.1
==> metrics by stage <==
step | cells | setup WS, ns | power, mW
after global placement | 826 | 2.51 | 1.23
after floorplan | 693 | 2.71 | 1.21
after detailed placement | 826 | 2.48 | 1.23
No activity file was given, so power comes from the tool's default toggle rates.
