### flow/design.v
module Saidas(in,cont);
	input [6:0] in;
	output [7:0] cont;
	always @(*)
	casex (in)
		7'b 1001110: cont = 8'b 00001000;  
		7'b 1000000: cont = 8'b 01001000;  
		7'b 1000001: cont = 8'b 01001000;
		7'b 1000010: cont = 8'b 01001000;
		7'b 1000011: cont = 8'b 01001000;
		7'b 1000100: cont = 8'b 01001000;
		7'b 1000101: cont = 8'b 01001000;
		7'b 1000110: cont = 8'b 01001000;
		7'b 1000111: cont = 8'b 01001000;
		7'b 1001000: cont = 8'b 01001000;
		7'b 1001001: cont = 8'b 01001000;
		7'b 1001010: cont = 8'b 00000000;  
		7'b 1001011: cont = 8'b 00000000;  
		7'b 1001100: cont = 8'b 00000000;  
		7'b 1001101: cont = 8'b 00000000;  
		7'b 1001111: cont = 8'b 00000010;  
		7'b 1011110: cont = 8'b 00001000;  
		7'b 1010000: cont = 8'b 00000000;  
		7'b 1010001: cont = 8'b 00000000;
		7'b 1010010: cont = 8'b 00000000;
		7'b 1010011: cont = 8'b 00000000;
		7'b 1010100: cont = 8'b 00000000;
		7'b 1010101: cont = 8'b 00000000;
		7'b 1010110: cont = 8'b 00000000;
		7'b 1010111: cont = 8'b 00000000;
		7'b 1011000: cont = 8'b 00000000;
		7'b 1011001: cont = 8'b 00000000;
		7'b 1011010: cont = 8'b 00000000;  
		7'b 1011011: cont = 8'b 10010000;  
		7'b 1011100: cont = 8'b 00010000;  
		7'b 1011101: cont = 8'b 00000000;  
		7'b 1011111: cont = 8'b 00000010;  
		7'b 1111110: cont = 8'b 00000100;  
		7'b 1110000: cont = 8'b 00100100;  
		7'b 1110001: cont = 8'b 00100100;
		7'b 1110010: cont = 8'b 00100100;
		7'b 1110011: cont = 8'b 00100100;
		7'b 1110100: cont = 8'b 00100100;
		7'b 1110101: cont = 8'b 00100100;
		7'b 1110110: cont = 8'b 00100100;
		7'b 1110111: cont = 8'b 00100100;
		7'b 1111000: cont = 8'b 00100100;
		7'b 1111001: cont = 8'b 00100100;
		7'b 1111010: cont = 8'b 00000000;  
		7'b 1111011: cont = 8'b 10010000;  
		7'b 1111100: cont = 8'b 00010000;  
		7'b 1111101: cont = 8'b 00000000;  
		7'b 1111111: cont = 8'b 00000000;  
		7'b 1101110: cont = 8'b 00000000;  
		7'b 1100000: cont = 8'b 00100100;  
		7'b 1100001: cont = 8'b 00100100;
		7'b 1100010: cont = 8'b 00100100;
		7'b 1100011: cont = 8'b 00100100;
		7'b 1100100: cont = 8'b 00100100;
		7'b 1100101: cont = 8'b 00100100;
		7'b 1100110: cont = 8'b 00100100;
		7'b 1100111: cont = 8'b 00100100;
		7'b 1101000: cont = 8'b 00100100;
		7'b 1101001: cont = 8'b 00100100;
		7'b 1101010: cont = 8'b 00000000;  
		7'b 1101011: cont = 8'b 00000000;  
		7'b 1101100: cont = 8'b 00000000;  
		7'b 1101101: cont = 8'b 00000001;  
		7'b 1101111: cont = 8'b 00000010;  
		default: cont = 8'b 00000000;
	endcase
endmodule
### flow/run.sh
#!/bin/bash
# OpenROAD 26Q1-2900-gdf79404cd8, Yosys 0.63+post, stock flow scripts
make -C /OpenROAD-flow-scripts/flow DESIGN_CONFIG=/design/flow/config.mk WORK_HOME=/design/flow/orfs finish
### flow/config.mk
export PLATFORM = sky130hd
export DESIGN_NAME = Saidas
export DESIGN_NICKNAME = Saidas
export VERILOG_FILES = /design/flow/design.v
export SDC_FILE = /design/flow/constraint.sdc
export NUM_CORES = 4
export LEC_CHECK = 1
export CORE_AREA = 10 10 70 70
export DIE_AREA = 0 0 80 80
### flow/constraint.sdc
current_design Saidas

set clk_period 1.7
set clk_io_pct 0.2

create_clock -name clk0 -period $clk_period

set non_clock_inputs [all_inputs -no_clocks]
set_input_delay [expr $clk_period * $clk_io_pct] -clock clk0 $non_clock_inputs
set_output_delay [expr $clk_period * $clk_io_pct] -clock clk0 [all_outputs]
==> impl_metrics.py <==
# Auto-generated metrics
metrics = {
    "global_route": {
        "grt_max_degree": 7,
        "grt_usage_pct": 2.29,
        "grt_pass1_wl_mm": 1.28,
        "grt_overflow_total": 0,
        "antenna_found_initial": 0,
        "grt_pass1_vias": 228,
    },
    "routing": {
        "drc": 0,
        "vias_per_cell": 2.88,
        "first_pass_iters": 4,
        "num_antenna_cells": 0,
        "detail-route-antenna-nets": 0,
        "vias": 256,
        "drtIter0Drc": 11,
        "post_drt_wl_per_cell_um": 9.12,
        "wl_um": 812,
    },
    "finish": {
        "drive_gt1_share_pct": 48.8,
        "n_fill_cell": 403,
        "area_growth_pct": 227,
        "clkbuf_count": 0,
        "instances_no_fill": 89,
        "nFlopsAndLatches": 0,
        "logic_area_um2": 155,
        "final_area_um2": 409,
        "final_layout_top_logic_cells": "dlygate4sd2_1 (11), buf_4 (8)",
        "regArea_um2": 0,
        "lay_top_count": "dlygate4sd2_1",
    },
    "power_and_ir_drop": {
        "p_leak_nw": 0.174,
        "power_frac_clock_pct": 0,
        "seq_power_share_pct": 0,
        "switchingPower_mw": 0.0270,
        "power_density_nw_per_um2": 160,
        "swShare_pct": 41.3,
        "vdd.ir_drop.worst_mv": 0.0217,
        "pwr-share-comb_pct": 100.0,
        "power_mw": 0.0653,
        "internal_power_mw": 0.0383,
    },
    "floorplanning": {
        "fp.dieH_um": 80,
        "die_width_um": 80,
        "rows": 21,
        "die_area_um2": 6400,
        "core_region_area_um2": 3420,
        "ios": 15,
        "fp_util_pct": 3.66,
    },
    "critical_path": {
        "cp_slowest_cell": "or3b_4",
        "cp_data_required_time_ps": 1360,
        "worstSetupPathType": "primary input to output pin",
        "critPathMaxStageDelay_ps": 410,
        "crit_top_cell": "dlygate4sd2_1",
        "crit_path_max_fanout": 2,
        "crit_chain": "dlygate4sd2_1 -> or3b_4 -> nor2_2 -> dlygate4sd2_1",
        "critPathLaunchType": "primary input",
        "worstPathArrival_ps": 1310,
        "end_kind": "output pin",
    },
    "logic_synthesis": {
        "syn_area_um2": 125,
        "synth_cells": 19,
        "yosysChipArea_um2": 125,
        "area_leaders": "or3b_1 (14%), o22ai_2 (10%), nand4bb_1 (9.0%)",
        "ys_seq_share_pct": 0,
        "top_cell_area_share_pct": 14.0,
        "avgSynthCellArea_um2": 6.59,
        "synth_cell_type_count": 14,
        "yosysTopAreaCell": "or3b_1",
        "ys_warn_count": 66,
        "yosys_cells": 19,
    },
    "outcome": {
        "status": "finished clean",
    },
    "placed_design": {
        "gp_congestion": 0.726,
        "place_area_um2": 393,
        "portBuffers": 15,
        "dp_cells": 88,
        "dp.final_hpwl_um": 635,
    },
    "clock_tree": {
        "ctsHoldBuffers": 0,
    },
    "sta": {
        "layout_worst_path_cycle_share_pct": 96.9,
        "rsz0062_at_grt": "no",
        "hold_viol_final": 0,
        "tightest_slew_ps": 185,
        "slew_viol_final": 0,
        "slew_headroom_pct": 87.7,
        "fmax_mhz": 607,
        "period_needed_ps": 1650,
        "setup_violations": 0,
    },
    "run": {
        "warnings": 32,
        "cap_violations": 0,
    },
    "min_path": {
        "worstHoldPathType": "primary input to output pin",
    },
}
[power groups by stage]
stage / combinational [mW] / clock (mW) / sequential (mW)
4_1_cts: 0.0650 / 0 / 0
5_1_grt: 0.0711 / 0 / 0
6_report: 0.0653 / 0 / 0
[per-stage QoR]
step           worst slack (ps)  hold slack (ps)  setup TNS [ps]  util, %
2_1_floorplan               515              694               0        -
3_3_place_gp               -545             1690           -3650     11.5
3_5_place_dp               -542             1690           -3610     11.5
4_1_cts                    17.9             1180               0     12.1
5_1_grt                    2.67             1210               0     12.0
6_report                   53.0             1190               0     12.0
[routing by layer]
metal | up-vias | global-route usage, % | share of wire (%)
met1 | 122 | 3.23 | 46
met5 | - | 0 | 0
met3 | 0 | 0.909 | 13
met4 | 0 | 0 | 0
met2 | 11 | 3.37 | 41
li1 | 123 | - | -
[area by class of cell]
cell class,count,share of cell area (%)
inverter,1,0.917
tap,46,14.1
timing repair buffer,24,47.1
multi-input combinational,18,37.9
[worst max-delay path, delay by kind of cell]
kind | cells | cell delay [ps]
buffers and inverters | 2 | 450
and+or+nand+nor | 2 | 510
[final timing paths]
path | endpoint | slack (ps) | from | cells after the start
setup / recovery | cont[6] | 50 | in[5] | 4
hold / removal | cont[0] | 1190 | in[4] | 4
[what timing repair did]
item                       CTS  global route
setup buffers                1             0
pin swaps                    8             1
setup endpoints to repair    8             2
gates resized               30             2
[kinds of logic (layout without fill, tap and decap cells)]
| group | count (synthesis) | count (layout) | share of synthesized area (%) |
|---|---|---|---|
| compound gates | 5 | 5 | 30.0 |
| buf+inv | 1 | 25 | 3.00 |
| simple gates | 13 | 13 | 67.0 |
[synthesized netlist by cell type]
master,number
o22ai_2,1
or3b_1,2
inv_1,1
nor4b_1,1
nand4_1,1
a21oi_1,2
a211oi_1,1
nor2_1,3
nand2_1,2
nand4bb_1,1
nand3_1,1
o21a_1,1
nand4b_1,1
nand3b_1,1
No activity file was given, so power comes from the tool's default toggle rates.
